==> ./design.v <==
`timescale 1ns / 10ps
module controller #(
    parameter HIGH_PASS_FILTER = 0
)(
    input logic clk,
    input logic n_rst,
    input logic dr,
    input logic lc,
    input logic overflow,
    output logic cnt_up,
    output logic clear,
    output logic modwait,
    output logic [2:0] op,
    output logic [3:0] src1,
    output logic [3:0] src2,
    output logic [3:0] dest,
    output logic err
);
typedef enum logic [5:0] {
    IDLE,
    EIDLE,
    LOAD_F0,
    WAIT_F0,
    LOAD_F1,
    WAIT_F1,
    LOAD_F2,
    WAIT_F2,
    LOAD_F3,
    CHECK_DR1,
    CLEAR_R0,
    S3_TO_S4,
    S2_TO_S3,
    S1_TO_S2,
    LOAD_S1,
    S1_MUL_F0,
    S2_MUL_F1,
    S2_ADD_S1,
    S3_MUL_F2,
    S3_ADD_S2,
    S4_MUL_F3,
    S4_ADD_S3
} state_t;
state_t state, next_state;
logic next_modwait;
always_ff @ (posedge clk, negedge n_rst) begin
    if(~n_rst) begin
        state <= IDLE;
        modwait <= 0;
    end
    else begin
        state <= next_state;
        modwait <= next_modwait;
    end
end
always_comb begin
    next_state = state;
    next_modwait = modwait;
    case(state)
        IDLE: begin
            if(lc) next_state = LOAD_F0;
            if(dr) next_state = CHECK_DR1;
            next_modwait = (lc | dr) ? 1 : 0;
        end
        EIDLE: begin
            if(lc) next_state = LOAD_F0;
            if(dr) next_state = CHECK_DR1;
            next_modwait = (lc | dr) ? 1 : 0;
        end
        LOAD_F0: begin
                next_state = WAIT_F0; 
                next_modwait = 0;
        end
        WAIT_F0: begin
            next_state = lc ? LOAD_F1 : WAIT_F0;
            next_modwait = (lc) ? 1 : 0;
        end
        LOAD_F1: begin 
            next_state = WAIT_F1;
            next_modwait = 0; 
        end
        WAIT_F1: begin
            next_state = lc ? LOAD_F2 : WAIT_F1;
            next_modwait = (lc) ? 1 : 0;
        end
        LOAD_F2: begin 
            next_state = WAIT_F2;
            next_modwait = 0;
        end
        WAIT_F2: begin
            next_state = lc ? LOAD_F3 : WAIT_F2;
            next_modwait = (lc) ? 1 : 0;
        end
        LOAD_F3: begin 
            next_state = IDLE;
            next_modwait = 0;
        end
        CHECK_DR1:begin
            if(~dr) next_state = EIDLE; next_modwait = 0;
            if(dr) next_state = CLEAR_R0; next_modwait = 1;
        end
        CLEAR_R0: begin 
            next_state = overflow ? EIDLE : S3_TO_S4;
            next_modwait = 1;
        end
        S3_TO_S4: begin
            next_state = overflow ? EIDLE : S2_TO_S3;
            next_modwait = 1;
        end
        S2_TO_S3: next_state = overflow ? EIDLE : S1_TO_S2;
        S1_TO_S2: next_state = overflow ? EIDLE : LOAD_S1;
        LOAD_S1: begin
            next_state = overflow ? EIDLE : S1_MUL_F0;
            next_modwait = (overflow) ? 0 : 1;
        end
        S1_MUL_F0: begin 
            next_state = overflow ? EIDLE : S2_MUL_F1;
            next_modwait = (overflow) ? 0 : 1;
        end
        S2_MUL_F1: begin
            next_state = overflow ? EIDLE : S2_ADD_S1;
            next_modwait = (overflow) ? 0 : 1;
        end
        S2_ADD_S1: begin
            next_state = overflow ? EIDLE : S3_MUL_F2;
            next_modwait = (overflow) ? 0 : 1;
        end
        S3_MUL_F2: begin
            next_state = overflow ? EIDLE : S3_ADD_S2;
            next_modwait = (overflow) ? 0 : 1;
        end
        S3_ADD_S2: begin
            next_state = overflow ? EIDLE : S4_MUL_F3;
            next_modwait = (overflow) ? 0 : 1;
        end
        S4_MUL_F3: begin
            next_state = overflow ? EIDLE : S4_ADD_S3;
            next_modwait = (overflow) ? 0 : 1;
        end
        S4_ADD_S3: begin
            next_state = overflow ? EIDLE : IDLE;
            next_modwait = (overflow) ? 0 : 1;
        end
        default : begin
            next_state = IDLE;
            next_modwait = 0;
        end
    endcase
end
always_comb begin
    case(state)
        IDLE: begin 
            cnt_up = 0;
            clear = 0;
            err = 0;
            op = 3'b0;
            src1 = 0;
            src2 = 0;
            dest = 0;
        end
        EIDLE: begin 
            cnt_up = 0;
            clear = 0;
            err = 1;
            op = 3'b0;
            src1 = 0;
            src2 = 0;
            dest = 0;
        end
        LOAD_F0: begin 
            cnt_up = 0;
            clear = 1;
            err = 0;
            op = 3'b011;
            src1 = 0;
            src2 = 12;
            dest = 5;
        end
        WAIT_F0: begin 
            cnt_up = 0;
            clear = 1;
            err = 0;
            op = 3'b0;
            src1 = 0;
            src2 = 12;
            dest = 5;
        end
        LOAD_F1: begin 
            cnt_up = 0;
            clear = 1;
            err = 0;
            op = 3'b011;
            src1 = 0;
            src2 = 12;
            dest = 6;
        end
        WAIT_F1: begin 
            cnt_up = 0;
            clear = 1;
            err = 0;
            op = 3'b0;
            src1 = 0;
            src2 = 12;
            dest = 6;
        end
        LOAD_F2: begin 
            cnt_up = 0;
            clear = 1;
            err = 0;
            op = 3'b011;
            src1 = 0;
            src2 = 12;
            dest = 7;
        end
        WAIT_F2: begin 
            cnt_up = 0;
            clear = 1;
            err = 0;
            op = 3'b0;
            src1 = 0;
            src2 = 12;
            dest = 7;
        end
        LOAD_F3: begin 
            cnt_up = 0;
            clear = 1;
            err = 0;
            op = 3'b011;
            src1 = 0;
            src2 = 12;
            dest = 8;
        end
        CHECK_DR1: begin 
            cnt_up = 0;
            clear = 0;
            err = 0;
            op = 3'b010;
            src1 = 0;
            src2 = 0;
            dest = 13;
        end
        CLEAR_R0: begin 
            cnt_up = 0;
            clear = 0;
            err = 0;
            op = 3'b101;
            src1 = 0;
            src2 = 0;
            dest = 0;
        end
        S3_TO_S4: begin 
            cnt_up = 1;
            clear = 0;
            err = 0;
            op = 3'b001;
            src1 = 3;
            src2 = 0;
            dest = 4;
        end
        S2_TO_S3: begin 
            cnt_up = 0;
            clear = 0;
            err = 0;
            op = 3'b001;
            src1 = 2;
            src2 = 0;
            dest = 3;
        end
        S1_TO_S2: begin 
            cnt_up = 0;
            clear = 0;
            err = 0;
            op = 3'b001;
            src1 = 1;
            src2 = 0;
            dest = 2;
        end
        LOAD_S1: begin 
            cnt_up = 0;
            clear = 0;
            err = 0;
            op = 3'b001;
            src1 = 13;
            src2 = 0;
            dest = 1;
        end
        S1_MUL_F0: begin 
            cnt_up = 0;
            clear = 0;
            err = 0;
            op = 3'b110;
            src1 = 1;
            src2 = 5;
            dest = 0;
        end
        S2_MUL_F1: begin 
            cnt_up = 0;
            clear = 0;
            err = 0;
            op = 3'b110;
            src1 = 2;
            src2 = 6;
            dest = 9;
        end
        S2_ADD_S1: begin 
            cnt_up = 0;
            clear = 0;
            err = 0;
            op = (HIGH_PASS_FILTER) ?  3'b101 : 3'b100;
            src1 = 0;
            src2 = 9;
            dest = 0;
        end
        S3_MUL_F2: begin 
            cnt_up = 0;
            clear = 0;
            err = 0;
            op = 3'b110;
            src1 = 3;
            src2 = 7;
            dest = 9;
        end
        S3_ADD_S2: begin 
            cnt_up = 0;
            clear = 0;
            err = 0;
            op = 3'b100;
            src1 = 0;
            src2 = 9;
            dest = 0;
        end
        S4_MUL_F3: begin 
            cnt_up = 0;
            clear = 0;
            err = 0;
            op = 3'b110;
            src1 = 4;
            src2 = 8;
            dest = 9;
        end
        S4_ADD_S3: begin 
            cnt_up = 0;
            clear = 0;
            err = 0;
            op = (HIGH_PASS_FILTER) ?  3'b101 : 3'b100;
            src1 = 0;
            src2 = 9;
            dest = 0;
        end
        default: begin 
            cnt_up = 0;
            clear = 0;
            err = 0;
            op = 3'b0;
            src1 = 0;
            src2 = 0;
            dest = 0;
        end
    endcase
end
endmodule
==> ./run.sh <==
#!/bin/bash
# OpenROAD 26Q1-2900-gdf79404cd8, Yosys 0.63+post, stock flow scripts
make -C /OpenROAD-flow-scripts/flow DESIGN_CONFIG=/design/flow/config.mk WORK_HOME=/design/flow/orfs finish
==> ./config.mk <==
export PLATFORM = sky130hd
export DESIGN_NAME = controller
export DESIGN_NICKNAME = controller
export VERILOG_FILES = /design/flow/design.v
export SDC_FILE = /design/flow/constraint.sdc
export NUM_CORES = 4
export LEC_CHECK = 1
export CORE_AREA = 10 10 99 99
export DIE_AREA = 0 0 109 109
==> ./constraint.sdc <==
current_design controller

set clk_period 2.4
set clk_io_pct 0.2

create_clock -name clk0 -period $clk_period [get_ports {clk}]

set non_clock_inputs [all_inputs -no_clocks]
set_input_delay [expr $clk_period * $clk_io_pct] -clock clk0 $non_clock_inputs
set_output_delay [expr $clk_period * $clk_io_pct] -clock clk0 [all_outputs]
==> results.toml <==
# flow metrics
[clock_network]
ctsHoldBuffers = 0
cts_tree = "built"
cts_buffers = 3
cts_root_buffer = "clkbuf_8"
clockBufferDepth = 2
insertion_delay_ps = 220
htree_levels = 1
clkTransAtPathRegs_ps = 40
cts_num_sinks = 6

[run_status]
outcome = "finished clean"

[yosys]
ys.flops = 6
ys_cells = 138
async_flop_share = 1.00
syn_area_per_cell_um2 = 6.52
yosysSeqAreaShare = 0.167
flop_cell = "dfrtp_1"
synth_cell_type_count = 42
edf_count = 0
syn_area_um2 = 900
ys_area_um2 = 900
yosysWarnings = 1
syn_inst = 138

[drt]
wl_per_cell_um = 13.1
first_iter_violations = 61
ant_nets = 0
drcViolationCount = 0
diodes = 0
vias = 1199
via_per_inst = 4.28
wirelength_um = 3680
first_pass_iters = 4

[grt]
grt_max_degree = 18
grt_pass1_wl_um = 5670
track_usage = 0.0578
grt_pass1_vias = 1064
antenna_found_initial = 0
overflow = 0

[hold_path]
hold_path.class = "primary input to async pin"

[timing]
drv_slew = 0
max_freq_mhz = 423
setup_viol = 0
fin_skew_ps = 2.49
hold_violations = 0
slew-limit-headroom = 0.744
post-route-period-util = 0.984
finalCriticalPeriod_ps = 2360
setup-tns-final_ps = 0
rsz0062_at_grt = "yes"
tightest_slew_ps = 379

[power]
p_per_area_nw_per_um2 = 1190
leakage_nw = 0.595
finalPower_mw = 1.75
peakVddDrop_mv = 0.295

[job]
warnings = 26
maxCapViolCount = 0

[layout]
drive_gt1_frac = 0.275
syn2layout_area_growth_pct = 62.7
lay_top_count = "buf_4"
final_util = 0.189
stdcell_area_um2 = 1460
final_cell_mix = "buf_4 (26), clkdlybuf4s50_1 (21), nand2_1 (20), nor2_1 (13), a21oi_1 (11)"
fillerInstances = 842

[critical_path]
worstPathBufferInverterCount = 3
crit_slowest_cell = "clkdlybuf4s50_1"
worstSetupPathDepth = 6
cp_top_family = "buffers and inverters"
arrival_ps = 1880
critPathKind = "flop to output pin"
reg2reg_depth = 4
cpPeakStageDelay_ps = 470
crit_chain = "buf_4 > nor4b_2 > buf_4 > nor2_1 > nor2_1 > clkdlybuf4s50_1"
worst-path-max-fanout = 11
crit_path_end_kind = "output pin"
start_kind = "flop"
required_ps = 1920

[floorplanning]
initCoreUtil = 0.116
rows = 32
ios = 24
die_h_um = 109
die_x_um = 109
chipArea_um2 = 11900
core_area_um2 = 7730

[placement]
dp_hpwl_um = 2870
port-buffer-count = 23
gp_congestion = 0.947
placedInstanceArea_um2 = 1350
[power by group]
part / internal, mW / total, mW / switching (mW)
logic: 0.740 / 1.35 / 0.607
registers: 0.149 / 0.251 / 0.102
clock network: 0.107 / 0.147 / 0.0399
[Yosys cell counts, drive strengths merged, types with 2 or more instances]
cell | number | share of area
nand4 | 2 | 0.014
a22oi | 3 | 0.025
o32ai | 2 | 0.019
o21bai | 2 | 0.017
and2b | 2 | 0.017
o31a | 2 | 0.019
nor3 | 4 | 0.022
dfrtp | 6 | 0.17
nand2b | 3 | 0.021
nand3 | 7 | 0.039
o311ai | 2 | 0.019
a2bb2oi | 3 | 0.036
a21oi | 11 | 0.061
and3 | 2 | 0.014
buf | 12 | 0.081
a31oi | 3 | 0.021
nor2 | 16 | 0.067
inv | 4 | 0.017
o21ai | 12 | 0.067
nor2b | 4 | 0.028
nand2 | 20 | 0.083
[registers in the layout, indices dropped and copies added (netlist names)]
name,count
state,5
modwait,1
[worst register-to-register path: cells and delay by family, from the launching register on]
family / cells / cell delay, ps
flip-flops: 1 / 540
AND/OR/NAND/NOR: 2 / 590
AND-OR/OR-AND: 1 / 140
buffers and inverters: 1 / 160
[stage by stage]
step           hold slack (ps)  cells  setup WS, ps
2_1_floorplan              184    138           836
3_3_place_gp               640    273          85.7
3_5_place_dp               661    273          64.5
4_1_cts                    508    276          4.19
5_1_grt                    521    280         -50.6
6_report                   504    280          37.3
[worst paths after layout]
check                                     start                    to  slack, ps
max reg2reg                state[2]$_DFFE_PN0P_  state[3]$_DFFE_PN0P_        820
min reg2reg                 modwait$_DFFE_PN0N_   modwait$_DFFE_PN0N_        650
min                                       n_rst  state[4]$_DFFE_PN0P_        500
max in group asynchronous                 n_rst  state[3]$_DFFE_PN0P_       1660
min in group clk0           modwait$_DFFE_PN0N_   modwait$_DFFE_PN0N_        650
max                        state[0]$_DFFE_PN0P_                 clear         40
[timing repair]
action,4_1_cts,5_1_grt
pin swaps,0,2
buffers inserted,0,4
endpoints found under the setup margin,13,13
resized,6,16
hold endpoints to repair,0,0
[routing by layer]
layer / up-vias / routed length [um] / track usage
met2: 51 / 1690 / 0.0913
met1: 560 / 1610 / 0.0774
met4: 0 / 54 / 0.0104
li1: 586 / - / -
met3: 2 / 326 / 0.0167
met5: - / 0 / 0
[kinds of logic (layout without fill, tap and decap cells)]
| group | Yosys count | after routing | share of synthesized area |
|---|---|---|---|
| multiplexers | 1 | 1 | 0.0125 |
| flip-flops | 6 | 6 | 0.167 |
| buffers and inverters | 17 | 57 | 0.102 |
| AND/OR/NAND/NOR | 67 | 67 | 0.371 |
| AND-OR/OR-AND | 47 | 47 | 0.348 |
[area by class of cell]
class | instances | area [um^2] | share of cell area
repair buffers | 50 | 438 | 0.299
multi-input cells | 115 | 686 | 0.468
flip-flops and latches | 6 | 156 | 0.107
inverters | 4 | 15.0 | 0.0103
well taps | 102 | 128 | 0.0872
clock buffers | 3 | 41.3 | 0.0282
