**./config.mk**
```make
export PLATFORM = sky130hd
export DESIGN_NAME = ahb_subordinate
export DESIGN_NICKNAME = ahb_subordinate
export VERILOG_FILES = /design/flow/design.v
export SDC_FILE = /design/flow/constraint.sdc
export NUM_CORES = 4
export LEC_CHECK = 1
export CORE_UTILIZATION = 40
```
**./constraint.sdc**
```tcl
current_design ahb_subordinate

set clk_period 3.9
set clk_io_pct 0.2

create_clock -name clk0 -period $clk_period [get_ports {clk}]

set non_clock_inputs [all_inputs -no_clocks]
set_input_delay [expr $clk_period * $clk_io_pct] -clock clk0 $non_clock_inputs
set_output_delay [expr $clk_period * $clk_io_pct] -clock clk0 [all_outputs]
```
**./design.v**
```verilog
`timescale 1ns / 10ps
module ahb_subordinate (
    input logic clk,
    input logic n_rst,
    output logic [15:0] sample_data,
    output logic data_ready,
    output logic new_coefficient_set,
    input logic clear_coeff,
    input logic [1:0] coefficient_num,
    output logic [15:0] fir_coefficient,
    input logic modwait,
    input logic [15:0] fir_out,
    input logic err,
    input logic hsel,
    input logic [3:0] haddr,
    input logic hsize,
    input logic [1:0] htrans,
    input logic hwrite,
    input logic [15:0] hwdata,
    output logic [15:0] hrdata,
    output logic hresp
);
typedef enum logic [1:0] {HOLD1, HOLD2, IDLE} state_t;
state_t state, next_state;
logic last_hwrite, last_hsize;
logic [3:0] last_haddr;
logic [1:0] last_htrans;
logic [15:0] results_reg, status_reg, new_sample_reg, F0_reg, F1_reg, F2_reg, F3_reg, new_coeff_set_reg;
logic [15:0] next_new_sample_reg, next_F0_reg, next_F1_reg, next_F2_reg, next_F3_reg, next_new_coeff_set_reg, next_hrdata;
always_ff @( posedge clk, negedge n_rst ) begin
    if(~n_rst)begin
        new_sample_reg <= 0;
        F0_reg <= 0;
        F1_reg <= 0;
        F2_reg <= 0;
        F3_reg <= 0;
        new_coeff_set_reg <= 0;
        hrdata <=0;
    end
    else begin
        new_sample_reg <= next_new_sample_reg;
        F0_reg <= next_F0_reg;
        F1_reg <= next_F1_reg;
        F2_reg <= next_F2_reg;
        F3_reg <= next_F3_reg;
        new_coeff_set_reg <= next_new_coeff_set_reg;
        hrdata <= next_hrdata;
    end
end
always_comb begin
    next_F0_reg = F0_reg;
    next_F1_reg = F1_reg;
    next_F2_reg = F2_reg;
    next_F3_reg = F3_reg;
    next_new_sample_reg = new_sample_reg;
    next_new_coeff_set_reg = new_coeff_set_reg;
    hresp = 0;
    next_hrdata = 0;
    case(hsel)
        0: begin 
            next_hrdata = 0;
        end
        1:begin 
            if(htrans == 2) begin  
                if(~hwrite) begin 
                    case(hsize)
                        0: begin
                            case(haddr)
                                4'h0: next_hrdata[7:0] = status_reg[7:0];
                                4'h1: next_hrdata[15:8] = status_reg[15:8];
                                4'h2: next_hrdata[7:0] = results_reg[7:0];
                                4'h3: next_hrdata[15:8] = results_reg[15:8];
                                4'h4: next_hrdata[7:0] = new_sample_reg[7:0];
                                4'h5: next_hrdata[15:8] = new_sample_reg[15:8];
                                4'h6: next_hrdata[7:0] = F0_reg[7:0];
                                4'h7: next_hrdata[15:8] = F0_reg[15:8];
                                4'h8: next_hrdata[7:0] = F1_reg[7:0];
                                4'h9: next_hrdata[15:8] = F1_reg[15:8];
                                4'hA: next_hrdata[7:0] = F2_reg[7:0];
                                4'hB: next_hrdata[15:8] = F2_reg[15:8];
                                4'hC: next_hrdata[7:0] = F3_reg[7:0];
                                4'hD: next_hrdata[15:8] = F3_reg[15:8];
                                4'hE: next_hrdata[7:0] = new_coeff_set_reg[7:0];
                                default: hresp = 1;
                            endcase
                        end
                        1: begin
                            case(haddr)
                                4'h0: next_hrdata = status_reg;
                                4'h2: next_hrdata = results_reg;
                                4'h4: next_hrdata = new_sample_reg;
                                4'h6: next_hrdata = F0_reg;
                                4'h8: next_hrdata = F1_reg;
                                4'hA: next_hrdata = F2_reg;
                                4'hC: next_hrdata = F3_reg;
                                default: hresp = 1;
                            endcase
                        end
                        default: hresp = 1;
                    endcase
                end
                else begin
                        case(haddr)
                            4'h4: hresp = 0;
                            4'h5: hresp = 0;
                            4'h6: hresp = 0;
                            4'h7: hresp = 0;
                            4'h8: hresp = 0;
                            4'h9: hresp = 0;
                            4'hA: hresp = 0;
                            4'hB: hresp = 0;
                            4'hC: hresp = 0;
                            4'hD: hresp = 0;
                            4'hE: hresp = 0;
                            default: hresp = 1;
                        endcase
                end
            end
            if(last_htrans == 2) begin
                if(last_hwrite) begin
                        case(last_hsize)
                            0: begin
                                case(last_haddr)
                                    4'h4: next_new_sample_reg[7:0] = hwdata[7:0];
                                    4'h5: next_new_sample_reg[15:8] = hwdata[15:8];
                                    4'h6: next_F0_reg[7:0] = hwdata[7:0];
                                    4'h7: next_F0_reg[15:8] = hwdata[15:8];
                                    4'h8: next_F1_reg[7:0] = hwdata[7:0];
                                    4'h9: next_F1_reg[15:8] = hwdata[15:8];
                                    4'hA: next_F2_reg[7:0] = hwdata[7:0];
                                    4'hB: next_F2_reg[15:8] = hwdata[15:8];
                                    4'hC: next_F3_reg[7:0] = hwdata[7:0];
                                    4'hD: next_F3_reg[15:8] = hwdata[15:8];
                                    4'hE: next_new_coeff_set_reg[7:0] = hwdata[7:0];
                                    default: hresp = 0;
                                endcase
                            end
                            1: begin
                                case(last_haddr)
                                    4'h4: begin
                                        next_new_sample_reg[7:0] = hwdata[7:0];
                                        next_new_sample_reg[15:8] = hwdata[15:8];
                                    end
                                    4'h6: begin
                                        next_F0_reg[7:0] = hwdata[7:0];
                                        next_F0_reg[15:8] = hwdata[15:8];
                                    end
                                    4'h8: begin
                                        next_F1_reg[7:0] = hwdata[7:0];
                                        next_F1_reg[15:8] = hwdata[15:8];
                                    end
                                    4'hA: begin
                                        next_F2_reg[7:0] = hwdata[7:0];
                                        next_F2_reg[15:8] = hwdata[15:8];
                                    end
                                    4'hC: begin
                                        next_F3_reg[7:0] = hwdata[7:0];
                                        next_F3_reg[15:8] = hwdata[15:8];
                                    end
                                    4'hE: begin
                                        next_new_coeff_set_reg[7:0] = hwdata[7:0];
                                    end
                                    default: hresp = 0;
                                endcase
                            end
                        endcase
                end
            end
        end
        default: begin 
            next_hrdata = 0;
        end
    endcase
    if(hsel && htrans == 2 && ~hwrite && last_hwrite && hsize == last_hsize && last_haddr == haddr) begin
        next_hrdata = hwdata;
    end
    if(clear_coeff) next_new_coeff_set_reg = 0;  
end
always_comb begin
    case(coefficient_num) 
        0: fir_coefficient = F0_reg;
        1: fir_coefficient = F1_reg;
        2: fir_coefficient = F2_reg;
        3: fir_coefficient = F3_reg;
        default: fir_coefficient = 0;
    endcase
end
assign results_reg = fir_out;
assign status_reg = {7'b0, err, 7'b0, modwait || new_coefficient_set};
assign sample_data = new_sample_reg;
assign new_coefficient_set = new_coeff_set_reg[0];
always_comb begin
    data_ready = 0;
    next_state = state;
    if(hsel && (htrans == 2) && hwrite && ((haddr == 4) || (haddr == 5))) begin
        data_ready = 0;
        next_state = HOLD1;
    end
    else if(state == HOLD1) begin
        data_ready = 1;
        next_state = HOLD2;
    end
    else if(state == HOLD2) begin
        data_ready = 1;
        next_state = IDLE;
    end
    else begin
        data_ready = 0;
        next_state = IDLE;
    end
end
always_ff @( posedge clk, negedge n_rst ) begin
    if(~n_rst) begin
        state <= IDLE;
    end
    else begin
        state <= next_state;
    end
end
always_ff @( posedge clk, negedge n_rst ) begin
    if(~n_rst) begin
        last_haddr <= 0;
        last_hwrite <= 0;
        last_hsize <= 0;
        last_htrans <= 0;
    end
    else begin
        last_haddr <= haddr;
        last_hwrite <= hwrite;
        last_hsize <= hsize;
        last_htrans <= htrans;
    end
end
endmodule
```
**./run.sh**
```bash
#!/bin/bash
# OpenROAD 26Q1-2900-gdf79404cd8, Yosys 0.63+post, stock flow scripts
make -C /OpenROAD-flow-scripts/flow DESIGN_CONFIG=/design/flow/config.mk WORK_HOME=/design/flow/orfs finish
```
==> COMMIT_EDITMSG <==
Update PnR metrics after Yosys + OpenROAD run

- After synthesis, the most frequently instantiated cells are dfrtp_1, mux2_2, nand2_1.
- The area recorded from the Yosys report for this design is 6120 µm².
- Cell internal pwr: around 2.7 mW
* First DRT Iteration DRCs: approximately 400
- Actual transition at the worst max-transition pin: 0.842 ns
- Synthesis-to-layout area growth: 30.1%
- Global-route total usage across every layer: 25.5%
* Final-report hold violation count: 0
- Minimum clock period after layout: 3.51 ns
* # Post-CTS Setup Buffers: 0
- Maximum fanout along the worst path: 21
- For this run, the share of the core covered by cells in the final layout is a little over half.
* Type of the worst setup path: in -> out
* Count of pins on the block boundary: 99
- Post-synthesis cell type with the largest combined area: dfrtp_1
* Fraction of synthesized cell area taken by the top area cell type: a little under half
- Worst rel slew slack: ~44%
- Post-route setup TNS: 0 ns
* Pin count of the biggest net entering global routing: 60
- # setup viols final: 0
- According to the floorplan report, the die height is 126 µm.
* Slew Viols, Final: 0
* Routed wirelength normalized by instance count: approximately 24 µm
* Fmax: roughly 280 MHz
- Wire length of the first global-routing pass: 29.4 mm
- Per the post-place timing report, worst setup slack is 0.401 ns.
- IR drop worst, VDD: 0.000317 V
- Sorting the synthesized cells by area gives the leading types as dfrtp_1, mux2_2, mux4_2, mux2i_1, a22o_1.
* Overall routed net length: approximately 19 mm
- Fill cells in the final layout number between 1000 and 1500.
- The iteration count recorded for the first detailed-route pass is 21.
- Switching power of the nets: ~0.80 mW
* Period utilisation layout: between 90 and 100%
* Initial antenna violation count: 0
- Die area: 15800 µm²
* CTS hold repair buffers: 0
* Post-synth EDFFs: 0
* Via/cell ratio: slightly above 6
* Synthesized instance count: between 400 and 500
- The switching portion of total power comes to 22.7%.
- Per STA, the library cell used most along the worst path is clkdlybuf4s50_1.
- Maximum buffer depth of the clock tree: 2
- Launching element type of the critical path: input port
* Worst-path cell chain: clkdlybuf4s50_1, buf_4, inv_1, nor3_1, a221oi_1, a311oi_1, clkdlybuf4s50_1
* Areal power density over the cells: approximately 440 nW/µm²
- H-tree levels: 4
- For the worst-skew pair, the clock arrives at the later sink with an insertion delay of around 0.41 ns.
- Run status: finished clean
* Detailed Place HPWL: between 10 and 15 mm
* Largest stage delay on the critical path: just over 0.5 ns
- Via count of the first global-routing pass: 4889
* Summed instance area of the synthesized netlist: around 6100 µm²
- Std-Cell Core Area: between 10000 and 15000 µm²
* Share of power burned in combinational logic: ~12%
- The warning tally printed by Yosys for this design is 1.
* Number of gates given a new drive strength after cts: 0
* Part of the total power dissipated in the clock network: 49.9%
* Seq/Total Area, Yosys: between 40% and 50%
- The path class of the tightest hold or removal check is in -> async.
* Total power consumption of the routed design: 3.51 mW
* Synth async-reset ratio: 100%
- The number of different library cells used by synthesis comes to around 66.
- Setup slack closes at between 0.3 and 0.4 ns.
* Reported max-cap violation count: 0
* Final weighted congestion of routability-driven global placement: between 0.8 and 0.9
- Die X: ~130 µm
- Root Buffer: clkbuf_16
* Number of clock sinks seen by CTS: 114
- Seq cells post-synth: approximately 110
* CTS tree: yes
* Initial Utilization: a little over two fifths
- Per the detail_route report, inserted antenna diodes total 0.
- Log Warnings: 25
* Yosys cell count: between 400 and 500
* CTS Buf Count: 17
- Clock transition at path regs: ~0.050 ns
- For this run, the leading register cell type out of synthesis is dfrtp_1.
- Worst-case hold slack: around 0.41 ns
* Fraction of layout cells with a size suffix above 1: roughly 28%
- Placement Rows: 44
* Critical Path AT: 2.73 ns
- The worst setup path is captured at an output port.
- Each instance of the synthesized netlist takes up on average roughly 13 µm².
- Per the detail_route report, the via count comes to slightly below 5000.
- The slowest stage of the critical path is the clkdlybuf4s50_1 cell.
* Residual DRC: 0
- GRT overflow: 0
- Required time of the critical path: 3.12 ns
- Clock Skews: between 0.007 and 0.008 ns
- Setup repair after global routing left no endpoint under its margin.
- Number of buffers inserted by port buffering: 98
- Cell with the most instances after synthesis: dfrtp_1
- Total leakage power: 3.40 nW
- The flow reports that sequential cells draw 37.9% of the design power.
- The count of nets left with antenna violations once routing finished came out at 0.
-- final cells by class --
cell class                 count  area (µm²)  area share [%]
timing repair buffer         116        1140            14.3
tap                          184         230            2.89
clock inverter                 8         171            2.15
inverter                       4        15.0           0.189
multi-input combinational    338        3050            38.3
clock buffer                  24         502            6.30
sequential                   114        2850            35.8
-- layout by cell type, fill, tap and decap left out, drive strengths merged, types with 5 or more instances in the layout --
cell | netlist | routed
buf | 26 | 19
a21oi | 12 | 12
o21ai | 11 | 11
bufinv | 0 | 5
mux2i | 13 | 13
nand3b | 6 | 6
clkdlybuf4s50 | 0 | 97
nand3 | 15 | 15
dfrtp | 114 | 114
a221oi | 12 | 12
nor3 | 6 | 6
xnor2 | 5 | 5
nor2b | 7 | 7
mux4 | 16 | 16
a22o | 13 | 13
nand2 | 23 | 23
clkbuf | 6 | 24
a22oi | 5 | 5
nand2b | 7 | 7
a32o | 8 | 8
a32oi | 5 | 5
mux2 | 87 | 87
a221o | 7 | 7
nor3b | 5 | 5
nor2 | 22 | 22
-- worst paths after layout --
kind	slack (ns)	endpoint	cells past startpoint	start
max	0.39	hresp	7	haddr[2]
min	0.41	F3_reg[7]$_DFFE_PN0P_	1	n_rst
max reg2reg	1.86	F2_reg[10]$_DFFE_PN0P_	5	last_htrans[0]$_DFF_PN0_
min reg2reg	0.50	state[2]$_DFF_PN0_	1	state[1]$_DFF_PN0_
max in group asynchronous	2.71	new_sample_reg[8]$_DFFE_PN0P_	2	n_rst
min in group clk0	0.50	state[2]$_DFF_PN0_	1	state[1]$_DFF_PN0_
-- worst max-delay path, delay by kind of cell --
family,cells,cell delay (ns)
buffers and inverters,4,1.41
AOI/OAI and AO/OA,2,0.35
and+or+nand+nor,1,0.20
-- logic make-up (layout without fill, tap and decap cells) --
| family | Yosys count | after routing | share of synthesized area, % |
|---|---|---|---|
| multiplexers | 116 | 116 | 24.0 |
| flip-flops | 114 | 114 | 46.6 |
| AND-OR/OR-AND | 109 | 109 | 14.4 |
| AND/OR/NAND/NOR | 107 | 107 | 10.5 |
| buffers and inverters | 36 | 152 | 3.50 |
| XOR/XNOR | 6 | 6 | 0.859 |
-- power groups by stage --
stage	clock, mW	combinational (mW)	sequential, mW
after CTS	1.77	0.429	1.33
after global routing	1.83	0.461	1.34
final	1.75	0.427	1.33
-- stage by stage --
| step | cell area (µm²) | instances |
|---|---|---|
| after floorplan | 6120 | 488 |
| after global placement | 7290 | 756 |
| after detailed placement | 7290 | 756 |
| after CTS | 7960 | 788 |
| after global routing | 7960 | 788 |
| final | 7960 | 788 |
-- per-layer routing --
layer	GRT usage, %	routed length [µm]	vias to the layer above	part of all wire [%]
met2	36.4	8340	273	45
met5	0	0	-	0
met3	8.87	1780	38	9.5
met4	4.73	474	0	2.5
li1	-	-	2120	-
met1	39.4	8130	2464	43
Power and IR drop assume default switching activity.
