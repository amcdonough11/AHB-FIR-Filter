==> design.v <==
`timescale 1ns / 10ps
module magnitude (
    input logic [16:0] in,
    output logic [15:0] out
);
always_comb begin
    if (in[16] == 1) begin
        out = ~in[15:0] + 1 ;
    end
    else begin
        out = in[15:0];
    end
end
endmodule
==> run.sh <==
#!/bin/bash
# OpenROAD 26Q1-2900-gdf79404cd8, Yosys 0.63+post, stock flow scripts
make -C /OpenROAD-flow-scripts/flow DESIGN_CONFIG=/design/flow/config.mk WORK_HOME=/design/flow/orfs finish
==> config.mk <==
export PLATFORM = sky130hd
export DESIGN_NAME = magnitude
export DESIGN_NICKNAME = magnitude
export VERILOG_FILES = /design/flow/design.v
export SDC_FILE = /design/flow/constraint.sdc
export NUM_CORES = 4
export LEC_CHECK = 1
export CORE_AREA = 10 10 70 70
export DIE_AREA = 0 0 80 80
==> constraint.sdc <==
current_design magnitude

set clk_period 4.4
set clk_io_pct 0.2

create_clock -name clk0 -period $clk_period

set non_clock_inputs [all_inputs -no_clocks]
set_input_delay [expr $clk_period * $clk_io_pct] -clock clk0 $non_clock_inputs
set_output_delay [expr $clk_period * $clk_io_pct] -clock clk0 [all_outputs]
==> metrics.txt <==
# HELP chip_impl_metric Yosys and OpenROAD flow results
# TYPE chip_impl_metric gauge
chip_impl_info{name="outcome",value="complete, no violations"} 1
chip_impl_metric{name="areaGrowthSynthToFinish",unit="%"} 117.7
chip_impl_metric{name="timing.slew.headroom",unit=""} 0.7706
chip_impl_metric{name="antenna_left",unit=""} 0
chip_impl_metric{name="floorplan.die.height",unit="um"} 80
chip_impl_metric{name="routed_wire_length_per_instance",unit="um"} 11.60
chip_impl_metric{name="worst_slew_pin_slew",unit="ps"} 339.7
chip_impl_metric{name="warnings",unit=""} 32
chip_impl_metric{name="placeableCoreArea",unit="sq um"} 3416
chip_impl_metric{name="synth_seq_share",unit=""} 0
chip_impl_metric{name="cts.hold.buffers_added",unit=""} 0
chip_impl_metric{name="io-pin-count",unit=""} 33
chip_impl_metric{name="post_route_setup_tns",unit="ps"} 0
chip_impl_metric{name="clock_period_minus_final_worst_setup_slack",unit="ps"} 4125
chip_impl_metric{name="required",unit="ps"} 3520
chip_impl_metric{name="design.die.area",unit="sq um"} 6400
chip_impl_metric{name="final-comb-area",unit="sq um"} 310.3
chip_impl_metric{name="number_of_global_route_vias_before_repair",unit=""} 501
chip_impl_metric{name="power.density",unit="nW/um^2"} 101.7
chip_impl_metric{name="clkbuf_count",unit=""} 0
chip_impl_metric{name="power_leakage",unit="uW"} 0.0002491
chip_impl_metric{name="drt_drc_violations_left",unit=""} 0
chip_impl_metric{name="dp.final_hpwl",unit="mm"} 1.278
chip_impl_metric{name="placement.setup.worst_slack",unit="ps"} 246.8
chip_impl_metric{name="post_cts.repair.setup_buffers",unit=""} 0
chip_impl_metric{name="timing.final.setup_violations",unit=""} 0
chip_impl_info{name="worstHoldPathType",value="input pin to output port"} 1
chip_impl_metric{name="register_area",unit="sq um"} 0
chip_impl_metric{name="drc_marker_count_from_the_first_detailed_route_iteration",unit=""} 22
chip_impl_metric{name="num_vias",unit=""} 439
chip_impl_info{name="rsz0062_at_grt",value="no"} 1
chip_impl_metric{name="power.ir.vdd_worst",unit="uV"} 23.29
chip_impl_info{name="netlist_top_cells_area",value="sky130_fd_sc_hd__xnor2_1 (24%), sky130_fd_sc_hd__xor2_1 (13%), sky130_fd_sc_hd__o31ai_1 (11%), sky130_fd_sc_hd__nand2_1 (9.0%), sky130_fd_sc_hd__or4_1 (6.8%)"} 1
chip_impl_metric{name="cts_resized",unit=""} 0
chip_impl_metric{name="ys_chip_area",unit="sq um"} 332.8
chip_impl_metric{name="number_of_distinct_library_cells_after_synthesis",unit=""} 16
chip_impl_metric{name="post_synth.cell_area_avg",unit="sq um"} 7.081
chip_impl_metric{name="post_route_cells_drive_above_1_share",unit=""} 0.07500
chip_impl_metric{name="worst_endpoint_data_arrival_time",unit="ps"} 3250
chip_impl_metric{name="grt_usage",unit=""} 0.04572
chip_impl_metric{name="final_hold_viol_count",unit=""} 0
chip_impl_metric{name="crit_fanout",unit=""} 5
chip_impl_metric{name="overflow",unit=""} 0
chip_impl_metric{name="drt_pre_antenna_iters",unit=""} 4
chip_impl_metric{name="route.detailed.vias_per_inst",unit=""} 3.484
chip_impl_metric{name="number_of_buffers_inserted_by_port_buffering",unit=""} 33
chip_impl_metric{name="n_antenna_cell",unit=""} 0
chip_impl_info{name="worstSetupStartpoint",value="in[4]"} 1
chip_impl_metric{name="period_used_share",unit=""} 0.9376
chip_impl_info{name="synth_area_leader_cell",value="sky130_fd_sc_hd__xnor2_1"} 1
chip_impl_metric{name="post_route_design_area",unit="sq um"} 724.4
chip_impl_info{name="critPathCapture",value="out[15]"} 1
chip_impl_info{name="critical_path_class",value="input pin to output port"} 1
chip_impl_metric{name="maximum_clock_rate",unit="GHz"} 0.2424
chip_impl_metric{name="wire_length_of_the_first_global_routing_pass",unit="mm"} 2.408
chip_impl_metric{name="grt_max_degree",unit=""} 17
chip_impl_metric{name="number_of_antenna_violations_at_the_first_check_in_global_routing",unit=""} 0
chip_impl_metric{name="syn_area",unit="sq um"} 332.8
chip_impl_metric{name="die.size.x",unit="um"} 80
chip_impl_metric{name="placedInstanceArea",unit="sq um"} 724.4
chip_impl_metric{name="drv.max_cap_violation_count",unit=""} 0
chip_impl_metric{name="row_count",unit=""} 21
chip_impl_info{name="end_kind",value="output port"} 1
chip_impl_metric{name="fp_core_util",unit=""} 0.09744
chip_impl_metric{name="totalWireLength",unit="mm"} 1.462
chip_impl_metric{name="nFillCells",unit=""} 391
chip_impl_metric{name="yosys_warnings",unit=""} 1
chip_impl_metric{name="final_max_slew_viol_count",unit=""} 0
chip_impl_metric{name="flops",unit=""} 0
chip_impl_metric{name="top_area_frac",unit=""} 0.2368
chip_impl_info{name="critPathLaunchType",value="input pin"} 1
chip_impl_metric{name="synthesis.instances",unit=""} 47
chip_impl_metric{name="synth-cells-yosys",unit=""} 47
chip_impl_metric{name="globalplace.congestion",unit=""} 0.7955
chip_impl_metric{name="final_critical_path_setup_slack",unit="ps"} 274.8
[layout make-up]
type / count / share of cell area
Multi-Input combinational cell: 42 / 0.4283
Timing Repair Buffer: 35 / 0.4767
Tap cell: 46 / 0.07945
Inverter: 3 / 0.01554
[per-stage QoR]
step	utilization	hold slack (ps)	total power (uW)	std cells
2_1_floorplan	-	1789	19.08	47
3_3_place_gp	0.2121	2618	75.17	126
3_5_place_dp	0.2121	2615	74.96	126
4_1_cts	0.2121	2625	75.88	126
5_1_grt	0.2121	2661	82.80	126
6_report	0.2121	2615	73.69	126
[power breakdown]
group	leakage, uW	switching, uW	internal, uW
combinational	0.000249	22.8	50.9
sequential	0	0	0
clock	0	0	0
total	0.000249	22.8	50.9
[cell families after synthesis]
kind of cell    Yosys count  share of synthesized area
fa+ha+maj                 1                    0.03759
compound gates           12                     0.2782
buf+inv                   5                    0.06766
xor+xnor                 14                     0.3684
simple gates             15                     0.2481
[layout by cell type (no fill, tap or decap)]
cell type,n
sky130_fd_sc_hd__xor2_1,5
sky130_fd_sc_hd__o31a_2,1
sky130_fd_sc_hd__or4_1,3
sky130_fd_sc_hd__or3_4,1
sky130_fd_sc_hd__xnor2_1,9
sky130_fd_sc_hd__inv_1,3
sky130_fd_sc_hd__o41ai_1,1
sky130_fd_sc_hd__clkdlybuf4s50_1,33
sky130_fd_sc_hd__o21ai_0,4
sky130_fd_sc_hd__buf_4,2
sky130_fd_sc_hd__ha_1,1
sky130_fd_sc_hd__o41ai_2,1
sky130_fd_sc_hd__or2_2,1
sky130_fd_sc_hd__nand2_1,8
sky130_fd_sc_hd__o31ai_1,5
sky130_fd_sc_hd__or3_1,2
[critical path, stage by stage]
cell                              delay, ps
sky130_fd_sc_hd__clkdlybuf4s50_1        450
sky130_fd_sc_hd__or4_1                  550
sky130_fd_sc_hd__or3_4                  420
sky130_fd_sc_hd__o41ai_2                320
sky130_fd_sc_hd__xnor2_1                150
sky130_fd_sc_hd__clkdlybuf4s50_1        480
[synthesized netlist by cell type (all sizes together)]
master,n
or3,3
or2,1
xnor2,9
xor2,5
ha,1
nand2,8
o21ai,4
o31ai,5
clkbuf,1
o41ai,2
or4,3
buf,1
inv,3
o31a,1
[per-layer routing]
| layer | track usage | part of all wire |
|---|---|---|
| met5 | 0 | 0 |
| met4 | 0 | 0 |
| met3 | 0.02500 | 0.14 |
| met2 | 0.07865 | 0.46 |
| met1 | 0.05142 | 0.39 |
[worst min path at each step]
| stage | to | slack (ps) | cells past startpoint | startpoint |
|---|---|---|---|---|
| finish | out[0] | 2620 | 2 | in[0] |
| global route | out[0] | 2660 | 2 | in[0] |
| CTS | out[0] | 2630 | 2 | in[0] |
Power and IR drop assume default switching activity.
